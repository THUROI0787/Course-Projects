### flow/run.sh
#!/bin/bash
# OpenROAD 26Q1-2900-gdf79404cd8, Yosys 0.63+post, stock flow scripts
make -C /OpenROAD-flow-scripts/flow DESIGN_CONFIG=/design/flow/config.mk WORK_HOME=/design/flow/orfs finish
### flow/config.mk
export PLATFORM = sky130hd
export DESIGN_NAME = UART_MEM
export DESIGN_NICKNAME = UART_MEM
export VERILOG_FILES = /design/flow/design.v
export SDC_FILE = /design/flow/constraint.sdc
export NUM_CORES = 4
export LEC_CHECK = 1
export CORE_UTILIZATION = 50
export SYNTH_MEMORY_MAX_BITS = 65536
### flow/constraint.sdc
current_design UART_MEM

set clk_period 210.6
set clk_io_pct 0.2

create_clock -name clk0 -period $clk_period [get_ports {clk}]

set non_clock_inputs [all_inputs -no_clocks]
set_input_delay [expr $clk_period * $clk_io_pct] -clock clk0 $non_clock_inputs
set_output_delay [expr $clk_period * $clk_io_pct] -clock clk0 [all_outputs]
### flow/design.v
`timescale 1ns / 1ps
module UART_MEM(
    input clk,       
    input rst,       
    input mem2uart,  
    output reg recv_done,    
    output reg send_done,    
    input Rx_Serial,
    output Tx_Serial
    );
    parameter CLKS_PER_BIT = 16'd10417;   
    parameter MEM_SIZE = 512;
    wire Rx_DV;  
    wire [7:0] Rx_Byte;  
    uart_rx #(.CLKS_PER_BIT(CLKS_PER_BIT)) uart_rx_inst
        (.i_Clock(clk),
         .i_Rx_Serial(Rx_Serial),
         .o_Rx_DV(Rx_DV),
         .o_Rx_Byte(Rx_Byte)
         );
    reg Tx_DV;   
    reg [7:0] Tx_Byte;    
    wire Tx_Active;
    wire Tx_Done;
    uart_tx #(.CLKS_PER_BIT(CLKS_PER_BIT)) uart_tx_inst
        (.i_Clock(clk),
         .i_Tx_DV(Tx_DV),
         .i_Tx_Byte(Tx_Byte),
         .o_Tx_Active(Tx_Active),
         .o_Tx_Serial(Tx_Serial),
         .o_Tx_Done(Tx_Done)
         );
    reg [15:0] addr0;
    reg rd_en0;
    reg wr_en0;
    wire [31:0] rdata0;   
    reg [31:0] wdata0;
    mem #(.MEM_SIZE(MEM_SIZE)) mem0 (
        .clk(clk),  
        .addr(addr0), 
        .rd_en(rd_en0),   
        .wr_en(wr_en0), 
        .rdata(rdata0), 
        .wdata(wdata0)
        );
    reg [15:0] addr1;
    reg rd_en1;
    reg wr_en1;
    wire [31:0] rdata1;
    reg [31:0] wdata1;
    mem #(.MEM_SIZE(MEM_SIZE)) mem1 (
        .clk(clk), 
        .addr(addr1), 
        .rd_en(1'b1),  
        .wr_en(wr_en1), 
        .rdata(rdata1), 
        .wdata(wdata1)
        );
    reg [2:0] byte_cnt;
    reg [31:0] word;
    reg [31:0] cntByteTime;  
    always@(posedge clk)begin
        if(rst)begin            
            addr0 <= 16'd0;
            rd_en0 <= 1'b0;
            wr_en0 <= 1'b0;
            wdata0 <= 32'd0;
            addr1 <= 16'd0;
            rd_en1 <= 1'b0;
            wr_en1 <= 1'b0;
            wdata1 <= 32'd0;
            byte_cnt <= 3'd0;
            word <= 32'd0;
            recv_done <= 1'b0;
            cntByteTime <= 32'd0;
            Tx_DV <= 1'b0;
            Tx_Byte <= 8'd0;
            send_done <= 1'b0;
        end
        else
        begin
            if(Rx_DV)begin
                if(byte_cnt == 3'd3)begin
                    byte_cnt <= 3'd0;
                    if(addr0 < MEM_SIZE)begin  
                        addr0 <= addr0+1'b1;
                        wr_en0 <= 1'b1;
                        wr_en1 <= 1'b0;
                        wdata0 <= {Rx_Byte,word[23:0]};
                    end
                    else begin
                        if(addr1 < MEM_SIZE)begin
                            addr1 <= addr1+1'b1;
                            wr_en0 <= 1'b0;
                            wr_en1 <= 1'b1;
                            wdata1 <= {Rx_Byte,word[23:0]};
                        end
                    end
                end
                else begin
                    byte_cnt <= byte_cnt+1'b1;  
                    if(byte_cnt==3'd0) word[7:0] <= Rx_Byte;
                    else if(byte_cnt==3'd1) word[15:8] <= Rx_Byte;
                    else if(byte_cnt==3'd2) word[23:16] <= Rx_Byte;
                    else;
                    wr_en0 <= 1'b0;
                    wr_en1 <= 1'b0;
                end
            end
            else begin
                wr_en0 <= 1'b0;
                wr_en1 <= 1'b0;
                if(addr1 == MEM_SIZE && recv_done == 1'b0)begin   
                    recv_done <= 1'b1;     
                    addr1 <= 16'd0;   
                    byte_cnt <= 3'd0;
                end
            end
            if(mem2uart==1'b1)begin
                if(cntByteTime == CLKS_PER_BIT*20 && send_done==1'b0)begin   
                    cntByteTime <= 32'd0;
                    if(addr1 != 16'd0) Tx_DV <= 1'b1;   
                    if(byte_cnt==3'd0) Tx_Byte <= rdata1[7:0];
                    else if(byte_cnt==3'd1) Tx_Byte <= rdata1[15:8];
                    else if(byte_cnt==3'd2) Tx_Byte <= rdata1[23:16];
                    else if(byte_cnt==3'd3) Tx_Byte <= rdata1[31:24];
                    else;
                    if(byte_cnt == 3'd3)begin
                        byte_cnt <= 3'd0;
                        if(addr1 < MEM_SIZE)begin
                            addr1 <= addr1+1'b1;
                        end
                        else begin
                            send_done <= 1'b1;    
                        end
                    end
                    else begin
                        byte_cnt <= byte_cnt+1'b1;    
                    end
                end
                else begin
                    cntByteTime <= cntByteTime+1'b1;         
                    Tx_DV <= 1'b0;  
                end
            end       
        end
    end
endmodule
`timescale 1ns / 1ps 
module mem
#(parameter MEM_SIZE = 512)  
(
    input clk,
    input [15:0] addr,  
    input rd_en,
    input wr_en,
    output reg [31:0] rdata,
    input [31:0] wdata
    );
    reg [31:0] memData [MEM_SIZE:1];  
    always@(posedge clk)begin
     begin
            if(wr_en) memData[addr] <= wdata;
            if(rd_en)  rdata <=  memData[addr];
            else rdata<= 32'd0; 
        end
    end
endmodule
`timescale 1ns / 1ps
module uart_rx 
  #(parameter CLKS_PER_BIT = 10417)
  (
   input        i_Clock,         
   input        i_Rx_Serial,
   output       o_Rx_DV,
   output [7:0] o_Rx_Byte
   );
  parameter s_IDLE         = 3'b000;  
  parameter s_RX_START_BIT = 3'b001;
  parameter s_RX_DATA_BITS = 3'b010;
  parameter s_RX_STOP_BIT  = 3'b011;
  parameter s_CLEANUP      = 3'b100;
  reg           r_Rx_Data_R = 1'b1;
  reg           r_Rx_Data   = 1'b1;
  reg [15:0]     r_Clock_Count = 0;
  reg [2:0]     r_Bit_Index   = 0;  
  reg [7:0]     r_Rx_Byte     = 0;
  reg           r_Rx_DV       = 0;
  reg [2:0]     r_SM_Main     = 0;
  always @(posedge i_Clock)
    begin
      r_Rx_Data_R <= i_Rx_Serial;
      r_Rx_Data   <= r_Rx_Data_R;
    end
  always @(posedge i_Clock)
    begin
      case (r_SM_Main)
        s_IDLE :
          begin
            r_Rx_DV       <= 1'b0;
            r_Clock_Count <= 0;
            r_Bit_Index   <= 0;
            if (r_Rx_Data == 1'b0)           
              r_SM_Main <= s_RX_START_BIT;
            else
              r_SM_Main <= s_IDLE;
          end
        s_RX_START_BIT :
          begin
            if (r_Clock_Count == (CLKS_PER_BIT-1)/2)
              begin
                if (r_Rx_Data == 1'b0)
                  begin
                    r_Clock_Count <= 0;   
                    r_SM_Main     <= s_RX_DATA_BITS;
                  end
                else
                  r_SM_Main <= s_IDLE;
              end
            else
              begin
                r_Clock_Count <= r_Clock_Count + 1;
                r_SM_Main     <= s_RX_START_BIT;
              end
          end  
        s_RX_DATA_BITS :
          begin
            if (r_Clock_Count < CLKS_PER_BIT-1)
              begin
                r_Clock_Count <= r_Clock_Count + 1;
                r_SM_Main     <= s_RX_DATA_BITS;
              end
            else
              begin
                r_Clock_Count          <= 0;  
                r_Rx_Byte[r_Bit_Index] <= r_Rx_Data;
                if (r_Bit_Index < 7)
                  begin
                    r_Bit_Index <= r_Bit_Index + 1;
                    r_SM_Main   <= s_RX_DATA_BITS;
                  end
                else
                  begin
                    r_Bit_Index <= 0;
                    r_SM_Main   <= s_RX_STOP_BIT;
                  end
              end
          end  
        s_RX_STOP_BIT :
          begin
            if (r_Clock_Count < CLKS_PER_BIT-1)
              begin
                r_Clock_Count <= r_Clock_Count + 1;
                r_SM_Main     <= s_RX_STOP_BIT;
              end
            else
              begin
                r_Rx_DV       <= 1'b1;
                r_Clock_Count <= 0;
                r_SM_Main     <= s_CLEANUP;
              end
          end  
        s_CLEANUP :
          begin
            r_SM_Main <= s_IDLE;
            r_Rx_DV   <= 1'b0;
          end
        default :
          r_SM_Main <= s_IDLE;
      endcase
    end   
  assign o_Rx_DV   = r_Rx_DV;
  assign o_Rx_Byte = r_Rx_Byte;
endmodule  
`timescale 1ns / 1ps
module uart_tx 
  #(parameter CLKS_PER_BIT = 10417)
  (
   input       i_Clock,
   input       i_Tx_DV,
   input [7:0] i_Tx_Byte, 
   output      o_Tx_Active,
   output reg  o_Tx_Serial,
   output      o_Tx_Done
   );
  parameter s_IDLE         = 3'b000;
  parameter s_TX_START_BIT = 3'b001;
  parameter s_TX_DATA_BITS = 3'b010;
  parameter s_TX_STOP_BIT  = 3'b011;
  parameter s_CLEANUP      = 3'b100;
  reg [2:0]    r_SM_Main     = 0;
  reg [15:0]    r_Clock_Count = 0;
  reg [2:0]    r_Bit_Index   = 0;
  reg [7:0]    r_Tx_Data     = 0;
  reg          r_Tx_Done     = 0;
  reg          r_Tx_Active   = 0;
  always @(posedge i_Clock)
    begin
      case (r_SM_Main)
        s_IDLE :
          begin
            o_Tx_Serial   <= 1'b1;          
            r_Tx_Done     <= 1'b0;
            r_Clock_Count <= 0;
            r_Bit_Index   <= 0;
            if (i_Tx_DV == 1'b1)
              begin
                r_Tx_Active <= 1'b1;
                r_Tx_Data   <= i_Tx_Byte;
                r_SM_Main   <= s_TX_START_BIT;
              end
            else
              r_SM_Main <= s_IDLE;
          end  
        s_TX_START_BIT :
          begin
            o_Tx_Serial <= 1'b0;
            if (r_Clock_Count < CLKS_PER_BIT-1)
              begin
                r_Clock_Count <= r_Clock_Count + 1;
                r_SM_Main     <= s_TX_START_BIT;
              end
            else
              begin
                r_Clock_Count <= 0;
                r_SM_Main     <= s_TX_DATA_BITS;
              end
          end  
        s_TX_DATA_BITS :
          begin
            o_Tx_Serial <= r_Tx_Data[r_Bit_Index];
            if (r_Clock_Count < CLKS_PER_BIT-1)
              begin
                r_Clock_Count <= r_Clock_Count + 1;
                r_SM_Main     <= s_TX_DATA_BITS;
              end
            else
              begin
                r_Clock_Count <= 0;
                if (r_Bit_Index < 7)
                  begin
                    r_Bit_Index <= r_Bit_Index + 1;
                    r_SM_Main   <= s_TX_DATA_BITS;
                  end
                else
                  begin
                    r_Bit_Index <= 0;
                    r_SM_Main   <= s_TX_STOP_BIT;
                  end
              end
          end  
        s_TX_STOP_BIT :
          begin
            o_Tx_Serial <= 1'b1;
            if (r_Clock_Count < CLKS_PER_BIT-1)
              begin
                r_Clock_Count <= r_Clock_Count + 1;
                r_SM_Main     <= s_TX_STOP_BIT;
              end
            else
              begin
                r_Tx_Done     <= 1'b1;
                r_Clock_Count <= 0;
                r_SM_Main     <= s_CLEANUP;
                r_Tx_Active   <= 1'b0;
              end
          end  
        s_CLEANUP :
          begin
            r_Tx_Done <= 1'b1;
            r_SM_Main <= s_IDLE;
          end
        default :
          r_SM_Main <= s_IDLE;
      endcase
    end
  assign o_Tx_Active = r_Tx_Active;
  assign o_Tx_Done   = r_Tx_Done;
endmodule
==> qor.json <==
{
  "outcome": {"value": "complete, but fails checks"},
  "failed_checks": {"value": "max-capacitance violations"},
  "final_setup_vio_count": {"value": 0},
  "crit_slowest_cell": {"value": "sky130_fd_sc_hd__dfxtp_1"},
  "finalWorstPathRequiredPeriod": {"value": 44710, "unit": "ps"},
  "mappedNetlistArea": {"value": 0.634, "unit": "mm2"},
  "placement.cell_area": {"value": 0.666, "unit": "mm2"},
  "post_drt_via_cell_ratio": {"value": 6.38},
  "drc": {"value": 0},
  "synth_top_cell_by_count": {"value": "sky130_fd_sc_hd__edfxtp_1"},
  "report.final.slew_viol_count": {"value": 0},
  "drt-pass1-iter-count": {"value": 6},
  "power.ir.vdd_worst": {"value": 7.52, "unit": "uV"},
  "final_antenna_net_count": {"value": 0},
  "initial_antenna_violation_count": {"value": 171},
  "rrSetupSlack": {"value": 201410, "unit": "ps"},
  "cts-root-to-sink-buffers": {"value": 6},
  "cts.reportedPaths.clkPinSlew": {"value": 70, "unit": "ps"},
  "htreeDepth": {"value": 7},
  "netlist-cell-type-count": {"value": 85},
  "netlist_top_cells_area": {"value": "sky130_fd_sc_hd__edfxtp_1 (78%), sky130_fd_sc_hd__mux2i_1 (11%), sky130_fd_sc_hd__o22ai_1 (3.4%)"},
  "rsz0062_at_grt": {"value": "false"},
  "cp_num_cells": {"value": 1},
  "ctsRootBufferMaster": {"value": "sky130_fd_sc_hd__clkbuf_16"},
  "nFillCells": {"value": 91500},
  "initial_core_util": {"value": 50.2, "unit": "%"},
  "worstPathArrival": {"value": 2590, "unit": "ps"},
  "timing.max_slew.rel_slack": {"value": 0.154, "unit": "%"},
  "place.port_buffers": {"value": 6},
  "yosys-top-cells-count": {"value": "sky130_fd_sc_hd__edfxtp_1 (16.4k), sky130_fd_sc_hd__mux2i_1 (7,208), sky130_fd_sc_hd__o22ai_1 (3,416)"},
  "edf_count": {"value": 16400},
  "pin_count": {"value": 7},
  "clock-skew-final": {"value": 132, "unit": "ps"},
  "worstPathRequired": {"value": 168480, "unit": "ps"},
  "area.sequential": {"value": 0.497, "unit": "mm2"},
  "worst_hold_slack": {"value": 345, "unit": "ps"},
  "grt_remaining_overflow": {"value": 0},
  "cts_hold_repair.buffers": {"value": 0},
  "routedWlPerCell": {"value": 39.8, "unit": "um"},
  "area_growth_syn_to_layout": {"value": 13.6, "unit": "%"},
  "multiInputGateArea": {"value": 0.132, "unit": "mm2"},
  "cap_violations": {"value": 1},
  "p_leak": {"value": 217, "unit": "nW"},
  "max_slew.worst_pin.slew": {"value": 1490, "unit": "ps"},
  "yosys_cells": {"value": 33800},
  "cts_inserted_buffers": {"value": 1746},
  "post_synth_inst_count": {"value": 33800},
  "place_hpwl": {"value": 1260000, "unit": "um"},
  "layout.core_utilization": {"value": 57.0, "unit": "%"},
  "critical_path_cell_sequence": {"value": "clkdlybuf4s50_1"},
  "log.warning_count": {"value": 79},
  "first_global_vias": {"value": 357000},
  "placed_cells_incl_taps": {"value": 50600},
  "synthesis.area_per_instance": {"value": 18.8, "unit": "um2"},
  "synth.yosys.seq_area_share": {"value": 78.4, "unit": "%"},
  "r2r_cells": {"value": 15},
  "async_flop_share": {"value": 0, "unit": "%"},
  "grt_first_pass_wirelength": {"value": 2900000, "unit": "um"},
  "critPathMaxStageDelay": {"value": 620, "unit": "ps"},
  "timing.final.ws_setup": {"value": 165890, "unit": "ps"},
  "fp.coreArea": {"value": 1.26, "unit": "mm2"},
  "top_area_cell": {"value": "sky130_fd_sc_hd__edfxtp_1"},
  "crit_path_max_fo": {"value": 3},
  "synth_flops": {"value": 16600},
  "rows": {"value": 413},
  "timing.setup.critical_path_class": {"value": "flop to output pin"},
  "pwr_density_cell": {"value": 9.02, "unit": "mW/mm2"},
  "timing.rr.start": {"value": "addr1[1]"},
  "synthFlopType": {"value": "sky130_fd_sc_hd__edfxtp_1"},
  "grt_start_max_net_pins": {"value": 132},
  "post_cts.resized_instances": {"value": 0},
  "drt-initial-drc-count": {"value": 25800},
  "capturing_point_of_the_worst_reg2reg_path": {"value": "mem1.rdata[0]"},
  "timing.setup.tns": {"value": 0, "unit": "ps"},
  "drive_gt1_share": {"value": 15.3, "unit": "%"},
  "design_area": {"value": 0.720, "unit": "mm2"},
  "critical_path_sink_type": {"value": "output pin"},
  "clkLatencyLatePin": {"value": 1430, "unit": "ps"},
  "layout_worst_path_cycle_share": {"value": 21.2, "unit": "%"},
  "synth_largest_type_area_fraction": {"value": 77.9, "unit": "%"},
  "critPathLaunch": {"value": "send_done"},
  "finalNonFillerCells": {"value": 54100},
  "cts_post_setup_buffers_inserted": {"value": 0},
  "num_vias": {"value": 345000},
  "grt_util_all_layers": {"value": 37.8, "unit": "%"},
  "achievable-frequency": {"value": 22.4, "unit": "MHz"},
  "fp.dieW": {"value": 1130, "unit": "um"},
  "ys_area": {"value": 0.634, "unit": "mm2"},
  "place_congestion": {"value": 0.971},
  "worst_setup_path_endpoint": {"value": "send_done"},
  "placement.setup.worst_slack": {"value": 165660, "unit": "ps"},
  "die-height": {"value": 1130, "unit": "um"},
  "critPathBufInv": {"value": 1},
  "design_power_total": {"value": 6.50, "unit": "mW"},
  "cts.sink_count": {"value": 16600},
  "tritoncts": {"value": "built"},
  "drt_total_wl": {"value": 2160000, "unit": "um"},
  "hold_path_class": {"value": "flop to flop"},
  "final-hold-violation-count": {"value": 0},
  "yosysWarnings": {"value": 4},
  "critical-path-top-delay-family": {"value": "flip-flops"},
  "chipArea": {"value": 1.27, "unit": "mm2"},
  "setup.worst_path.start_class": {"value": "flop"}
}
## cell usage in the layout, fill, tap and decap left out, types with 204 or more instances in the layout
cell type                   count
sky130_fd_sc_hd__clkinv_1     428
sky130_fd_sc_hd__nand2_1      454
sky130_fd_sc_hd__a21oi_1      379
sky130_fd_sc_hd__clkinv_2     314
sky130_fd_sc_hd__nor2_4       531
sky130_fd_sc_hd__mux2i_1     7208
sky130_fd_sc_hd__clkbuf_16   1771
sky130_fd_sc_hd__diode_2      426
sky130_fd_sc_hd__mux4_2       459
sky130_fd_sc_hd__nor4_1       733
sky130_fd_sc_hd__buf_4       1923
sky130_fd_sc_hd__o22ai_1     3414
sky130_fd_sc_hd__o21ai_0      204
sky130_fd_sc_hd__edfxtp_1   16400
sky130_fd_sc_hd__nand3_1      240
sky130_fd_sc_hd__clkbuf_1     388
sky130_fd_sc_hd__nor2_1       345
## where the power goes
group          switching, mW  leakage, nW  internal [mW]
Clock                   1.24         26.1           1.67
Sequential           0.00172          154           3.58
Combinational        0.00243         37.0        0.00158
Total                   1.24          217           5.25
## sequential cells by signal, indices dropped and copies added (netlist names), 8 cells and up
name / cells
mem1.memData: 16384
cntByteTime: 32
mem1.rdata: 32
wdata1: 32
word: 24
addr0: 16
addr1: 16
uart_rx_inst.r_Clock_Count: 16
uart_tx_inst.r_Clock_Count: 16
Tx_Byte: 8
uart_rx_inst.r_Rx_Byte: 8
uart_tx_inst.r_Tx_Data: 8
## how the worst min path moves through the flow
| stage | start | end | cells after the start | slack (ps) |
|---|---|---|---|---|
| CTS | uart_rx_inst.r_Rx_Data_R | uart_rx_inst.r_Rx_Data | 0 | 360 |
| global route | uart_rx_inst.r_Rx_Data_R | uart_rx_inst.r_Rx_Data | 0 | 350 |
| finish | uart_rx_inst.r_Rx_Data_R | uart_rx_inst.r_Rx_Data | 0 | 350 |
## area by class of cell
cell class                      count  share of cell area, %
Clock buffer                     2166                   6.37
Multi-Input combinational cell  15100                   18.3
Clock inverter                    930                   1.03
Antenna cell                      426                  0.148
Tap cell                        16800                   2.92
Inverter                           34                 0.0205
Sequential cell                 16600                   69.1
Timing Repair Buffer             1989                   2.18
## cells by family after synthesis
group,synth area share (%)
flip-flops,78.4
AND-OR/OR-AND,4.38
AND/OR/NAND/NOR,2.18
buffers and inverters,1.61
adder cells (fa/ha/maj),0.0395
multiplexers,13.3
XOR/XNOR,0.0912
other,0.000592
## metal layers
layer | GRT usage [%] | part of all wire, % | vias to the layer above
met5 | 11.4 | 0.67 | -
met4 | 17.7 | 6.2 | 293
met3 | 37.3 | 23 | 5237
met2 | 48.9 | 43 | 28900
met1 | 39.8 | 27 | 169000
li1 | - | - | 142000
No activity file was given, so power comes from the tool's default toggle rates.
